<file path="/design/flow/config.mk">
export PLATFORM = sky130hd
export DESIGN_NAME = deserializer
export DESIGN_NICKNAME = deserializer
export VERILOG_FILES = /design/flow/design.v
export SDC_FILE = /design/flow/constraint.sdc
export NUM_CORES = 4
export LEC_CHECK = 1
export CORE_AREA = 10 10 80 80
export DIE_AREA = 0 0 90 90
</file>
<file path="/design/flow/constraint.sdc">
current_design deserializer

set clk_period 1.0
set clk_io_pct 0.2

create_clock -name clk0 -period $clk_period [get_ports {clk}]

set non_clock_inputs [all_inputs -no_clocks]
set_input_delay [expr $clk_period * $clk_io_pct] -clock clk0 $non_clock_inputs
set_output_delay [expr $clk_period * $clk_io_pct] -clock clk0 [all_outputs]
</file>
<file path="/design/flow/design.v">
module deserializer (
    input wire clk,              
    input wire reset_n,          
    input wire ser_in,           
    input wire data_ready,       
    output wire [7:0] data_out,   
    output reg valid             
);
    reg [7:0] shift_reg;         
    reg [2:0] bit_cnt;           
    assign data_out = (valid)? shift_reg : 8'b00;
    always @(posedge clk or negedge reset_n) begin
        if (!reset_n) begin
            shift_reg <= 8'b0;
            bit_cnt <= 3'b000;
            valid <= 1'b0;
        end else begin
            valid <= 1'b0;
            if (data_ready) begin
                shift_reg <= {shift_reg[6:0], ser_in};   
                bit_cnt <= bit_cnt + 1;
                if (bit_cnt == 3'b111) begin
                    valid <= 1'b1;           
                    bit_cnt <= 3'b000;
                end 
            end
        end
    end
endmodule
</file>
<file path="/design/flow/run.sh">
#!/bin/bash
# OpenROAD 26Q1-2900-gdf79404cd8, Yosys 0.63+post, stock flow scripts
make -C /OpenROAD-flow-scripts/flow DESIGN_CONFIG=/design/flow/config.mk WORK_HOME=/design/flow/orfs finish
</file>
==> flow_metrics.env <==
# physical design summary
export IMPL_ys_sh_aoi_pct=0
export IMPL_yosysChipArea_um2=556
export IMPL_largest_reg_flops=8
export IMPL_worst_slack_ps=-204
export IMPL_core_area_um2=4720
export IMPL_yosysTopAreaCell="dfrtp_1"
export IMPL_status="complete, but fails checks"
export IMPL_area_growth_pct=83.1
export IMPL_worstPathArrival_ps=1000
export IMPL_dpl_hpwl_um=825
export IMPL_clock_skew_ps=2.95
export IMPL_syn_avg_cell_area_um2=15.4
export IMPL_lay_top_cells="mux2_4 (11), dfrtp_1 (11), buf_6 (11), buf_4 (11), and2_4 (9)"
export IMPL_first_pass_iters=2
export IMPL_grt_pass1_vias=404
export IMPL_antenna_cells=0
export IMPL_drive_above_1_share_pct=77.3
export IMPL_grt_total_usage_pct=2.75
export IMPL_endpoint_kind="output port"
export IMPL_clock_sinks=12
export IMPL_fill_cells=492
export IMPL_htreeDepth=1
export IMPL_overflow=0
export IMPL_ys_cells=36
export IMPL_finalHoldViolations=0
export IMPL_max_slew_margin_pct=88.0
export IMPL_cts_inserted_buffers=3
export IMPL_cap_viol_max_count=0
export IMPL_antenna_left=0
export IMPL_syn_inst=36
export IMPL_worst_pin_slew_ps=180
export IMPL_ys_types=8
export IMPL_via_per_inst=2.75
export IMPL_postSynthSeqShare_pct=54.1
export IMPL_rows=25
export IMPL_path_class="reg2out"
export IMPL_maxSlewViolCount=0
export IMPL_hold_buffers=0
export IMPL_root_buffer="clkbuf_8"
export IMPL_clk_pin_slew_ps=50
export IMPL_grt_start_max_net_pins=13
export IMPL_power_leakage_nw=0.479
export IMPL_placed_area_um2=858
export IMPL_min_path_type="in2async"
export IMPL_fin_crit_ps=1200
export IMPL_setup_viol=12
export IMPL_insertion_delay_ps=230
export IMPL_grt_pass1_wl_um=1860
export IMPL_ios=13
export IMPL_finalCritPeriodShare_pct=120
export IMPL_synth_simple_area_share_pct=11.0
export IMPL_synth_ff_latch_count=12
export IMPL_netlist_top_cells_area="dfrtp_1 (54%), mux2_4 (24%), and2_1 (9.0%)"
export IMPL_io_buffer_count=12
export IMPL_reg2regPathDepth=3
export IMPL_cp_required_ps=800
export IMPL_drtIter0Drc=15
export IMPL_yosysWarningCount=1
export IMPL_syn_area_um2=556
export IMPL_power_density_nw_per_um2=2020
export IMPL_rsz0062_at_grt="yes"
export IMPL_cts_buffer_depth=2
export IMPL_finish_instance_area_um2=1020
export IMPL_crit_fanout=5
export IMPL_die_h_um=90
export IMPL_wl_per_cell_um=8.36
export IMPL_die_x_um=90
export IMPL_violations="setup timing"
export IMPL_power_total_w=0.00205
export IMPL_via_count=366
export IMPL_whs_ps=263
export IMPL_drc=0
export IMPL_peakVddDrop_v=0.000750
export IMPL_routed_wl_um=1110
export IMPL_fp_util_pct=11.8
export IMPL_cts_tree="yes"
export IMPL_mux_share_pct=28.4
export IMPL_synthXorXnorAreaFrac_pct=0
export IMPL_tool_warnings=28
export IMPL_top_cell_area_share_pct=54.1
export IMPL_logic_family="multiplexers"
export IMPL_start_kind="flip-flop"
export IMPL_synthAdderAreaFrac_pct=4.50
export IMPL_max_freq_ghz=0.831
export IMPL_die_area_um2=8100
export IMPL_antenna_found_initial=0
export IMPL_gp_congestion=0.717
[synth_stat cells]
library cell  number
dfrtp_1           12
mux2_4             9
and2_1             8
ha_1               2
mux2_2             2
and2_2             1
buf_6              1
nor2_1             1
[worst max-delay path: stages, from the launching register on]
cell,delay (ps)
dfrtp_2,410
buf_6,130
and2_4,130
buf_6,100
[where the power goes]
part           internal (W)  total (W)  leakage, nW  switching, W
sequential         0.000649   0.000767        0.142      0.000119
combinational      0.000653   0.000871        0.316      0.000218
clock              0.000263   0.000414       0.0216      0.000151
total               0.00156    0.00205        0.479      0.000488
[final timing paths]
path | from | endpoint | slack (ps)
hold reg to reg | bit_cnt[2]$_DFFE_PN0P_ | bit_cnt[2]$_DFFE_PN0P_ | 580
hold / removal | reset_n | shift_reg[5]$_DFFE_PN0P_ | 260
min in group clk0 | bit_cnt[2]$_DFFE_PN0P_ | bit_cnt[2]$_DFFE_PN0P_ | 580
setup reg to reg | bit_cnt[1]$_DFFE_PN0P_ | bit_cnt[2]$_DFFE_PN0P_ | -140
max in group asynchronous | reset_n | valid$_DFF_PN0_ | 580
setup / recovery | valid$_DFF_PN0_ | data_out[1] | -200
[metrics by stage]
stage / cells / utilization, % / setup TNS (ps) / setup WS, ps
floorplan: 36 / - / -151 / -113
global placement: 125 / 18.2 / -5840 / -320
detailed placement: 125 / 18.2 / -5970 / -329
CTS: 132 / 21.0 / -1990 / -206
global route: 133 / 21.5 / -2380 / -236
finish: 133 / 21.5 / -1990 / -204
[cells by family (layout without fill, tap and decap cells)]
kind of cell	after synthesis	after routing
flip-flops	12	12
multiplexers	11	11
AND/OR/NAND/NOR	10	10
adder cells (fa/ha/maj)	2	2
buffers and inverters	1	31
[final cells by class]
cell class | count | area (um^2) | share of cell area [%]
Sequential cell | 12 | 302 | 29.6
Tap cell | 67 | 83.8 | 8.24
Clock buffer | 3 | 41.3 | 4.06
Multi-Input combinational cell | 23 | 298 | 29.3
Timing Repair Buffer | 28 | 293 | 28.8
[per-layer routing]
metal,vias up,wire (um),global-route usage [%]
li1,180,-,-
met1,171,556,3.82
met2,13,463,3.57
met3,2,82,1.68
met4,0,10,0.398
met5,-,0,0
[what timing repair did]
| action | CTS | global route |
|---|---|---|
| endpoints found under the setup margin | 20 | 13 |
| resized | 49 | 4 |
| pin swaps | 3 | 1 |
| buffers inserted | 3 | 1 |
| gates cloned | 1 | 0 |
No activity file was given, so power comes from the tool's default toggle rates.
