`flow/design.v`:
```
module controller(
    input wire clk,
    input wire reset_n,
    input wire [1:0] mode,
    input wire [7:0] incoming_data,
    input wire incoming_data_valid,
    output reg [7:0] data_in_w,
    output reg [7:0] data_in_n,
    output reg [7:0] data_in_b,
    output reg [7:0] data_in_p1,
    output reg [7:0] data_in_p2,
    output reg we_w,
    output reg we_n,
    output reg we_b,
    output reg we_p1,
    output reg we_p2,
    output wire [18:0] addr_w,
    output wire [9:0] addr_n,
    output wire [9:0] addr_b,
    output wire [9:0] addr_p1,
    output wire [9:0] addr_p2,
    input  wire [7:0] data_out_w,
    input  wire [7:0] data_out_n,
    input  wire [7:0] data_out_b,
    input  wire [7:0] data_out_p1,
    input  wire [7:0] data_out_p2,
    output reg [3:0] result_data
    );
    integer i;
    reg [4:0]   state, next_state;
    reg [18:0]  w_counter, w_counter_next;
    reg [9:0]   b_counter, b_counter_next;
    reg [9:0]   n_counter, n_counter_next;  
    reg [9:0]   p1_counter, p1_counter_next;
    reg [9:0]   p2_counter, p2_counter_next;
    reg [9:0]   r_counter, r_counter_next;
    reg [15:0]  acc, acc_next;
    reg [9:0]   mac_counter, mac_counter_next;
    reg [7:0]   node, node_next;
    reg [7:0]   weight, weight_next;
    reg [7:0] result_reg, result_reg_next;
    reg [7:0] MAX_VALUE, MAX_VALUE_NEXT;
    reg [9:0] MAX_INDEX, MAX_INDEX_NEXT;
    parameter IDLE          = 5'b00000;
    parameter LOAD          = 5'b00001;
    parameter READ_L1       = 5'b00010;
    parameter BIAS_L1       = 5'b00011;
    parameter NODE_L1       = 5'b00100;
    parameter WEIGHT_L1     = 5'b00101;
    parameter MAC_L1        = 5'b00110;
    parameter WRITE_L1      = 5'b00111;
    parameter READ_L2       = 5'b01000;
    parameter BIAS_L2       = 5'b01001;
    parameter NODE_L2       = 5'b01010;
    parameter WEIGHT_L2     = 5'b01011;
    parameter MAC_L2	    = 5'b01100;
    parameter WRITE_L2      = 5'b01101;
    parameter READ_L3       = 5'b01110;
    parameter BIAS_L3       = 5'b01111;
    parameter NODE_L3       = 5'b10000;
    parameter WEIGHT_L3     = 5'b10001;
    parameter MAC_L3	    = 5'b10010;
    parameter WRITE_L3      = 5'b10011;
    parameter CHECK         = 5'b10100;
    parameter RESULT	    = 5'b10101;
    parameter WAIT1         = 5'b10110;
    parameter WAIT2         = 5'b10111;
    parameter WAIT3         = 5'b11000;
    parameter WAIT4         = 5'b11001;
    parameter WAIT5         = 5'b11010;
    parameter WAIT6         = 5'b11011;
    assign addr_n = n_counter;
    assign addr_w = w_counter;
    assign addr_b = b_counter;
    assign addr_p1 = p1_counter;
    assign addr_p2 = p2_counter;
    always @(posedge clk or negedge reset_n)begin
        if (!reset_n)begin
            state               <= IDLE;
            w_counter           <= 19'b0;
            b_counter           <= 10'b0;
            n_counter           <= 10'b0;
            p1_counter          <= 10'b0;
            p2_counter          <= 10'b0;
            r_counter           <= 10'b0;
            acc                 <= 16'b0;
            mac_counter         <= 10'b0;
            node                <= 8'b0;
            weight              <= 8'b0;
            MAX_VALUE           <= 8'b0;
            MAX_INDEX           <= 10'b0;
            result_reg          <= 8'b0;
        end else begin
            state               <= next_state;
            w_counter           <= w_counter_next;
            b_counter           <= b_counter_next;
            n_counter           <= n_counter_next;
            p1_counter          <= p1_counter_next;
            p2_counter          <= p2_counter_next;
            r_counter           <= r_counter_next;
            acc                 <= acc_next;
            mac_counter         <= mac_counter_next;
            node                <= node_next;
            weight              <= weight_next;
            MAX_VALUE           <= MAX_VALUE_NEXT;
            MAX_INDEX           <= MAX_INDEX_NEXT;
            result_reg          <= result_reg_next;
        end
    end
    always @(incoming_data_valid, state, mode, n_counter)begin
        next_state              = state;
        w_counter_next          = w_counter;
        b_counter_next          = b_counter;
        n_counter_next          = n_counter;
        p1_counter_next          = p1_counter;
        p2_counter_next         = p2_counter;
        r_counter_next          = r_counter;
        acc_next                = acc;
        mac_counter_next        = mac_counter;
        node_next               = node;
        weight_next             = weight;
        MAX_VALUE_NEXT          = MAX_VALUE;
        MAX_INDEX_NEXT          = MAX_INDEX;
        result_reg_next         = result_reg;
        we_w                    = 1'b0;
        we_n                    = 1'b0;
        we_b                    = 1'b0;
        we_p1                   = 1'b0;
        we_p2                   = 1'b0;
        data_in_w               = 8'b0;
        data_in_n               = 8'b0;
        data_in_b               = 8'b0;
        data_in_p1              = 8'b0;
        data_in_p2              = 8'b0;
        case(state)
	    IDLE:	begin
	    			if (mode == 2'b01)begin			         
	    				w_counter_next = 0;
	    				next_state = LOAD;
	    			end else if (mode == 2'b10)begin		 
	    				b_counter_next = 0;
	    				next_state = LOAD;
	    			end else if (mode == 2'b11)begin         
	    			    n_counter_next = 0;
	    			    b_counter_next = 0;
	    			    w_counter_next = 0;
	    			    p1_counter_next = 0;
	    			    p2_counter_next = 0;
	    				next_state = READ_L1;
	    			end 
	    		end
	    LOAD:	begin
	    			if(w_counter < 281700 && mode == 2'b01)begin
                        	if(incoming_data_valid)begin
                        		data_in_w = incoming_data;
                        		we_w = 1'b1;
                        		w_counter_next = w_counter + 1;
                    		end 
                    end else if (b_counter < 460 && mode == 2'b10)begin
                            if(incoming_data_valid)begin
                        		data_in_b = incoming_data;
                        		we_b = 1'b1;
                        		b_counter_next = b_counter + 1;
                    		end 
                    end else begin
                        next_state = IDLE;
                    end
	    		end
            READ_L1:   begin
                    if(n_counter < 784)begin
                        if(incoming_data_valid)begin
                            data_in_n = incoming_data;
                            we_n = 1'b1;
                            n_counter_next = n_counter + 1;
                        end
                    end else begin
                        n_counter_next = 0;
                        next_state = BIAS_L1;
                    end
                    end
            WAIT1:  begin
                    next_state = BIAS_L1;
                    end 
            BIAS_L1 : begin
                    acc_next = {8'b0, data_out_b};
                    next_state = WAIT2;
                    end
            WAIT2:  begin
                    next_state = NODE_L1;
                    end        
            NODE_L1: begin
                   weight_next = data_out_w;
                   node_next = data_out_n;
                   next_state = MAC_L1;
                   w_counter_next = w_counter + 1;
                   end            
            MAC_L1:     begin
                    if (n_counter < 784)begin
                            acc_next = acc + (node*weight);
                            n_counter_next = n_counter + 1;
                            next_state = WEIGHT_L1;
                    end else begin
                        next_state = WRITE_L1;
                        mac_counter_next = mac_counter + 1;
                        n_counter_next = 0;
			            b_counter_next = b_counter + 1;
			            w_counter_next = w_counter - 1;
                    end
                    end
            WEIGHT_L1: begin
                        next_state = WAIT2;
                        end
             WRITE_L1: begin
                    if (acc < -6*1024) begin
                        data_in_p1 = 8'b0;
                        we_p1 = 1'b1;
                    end else if (acc < -3*1024) begin
                        data_in_p1 = 8'd10 + ((acc + 6*1024) >> 8);
                        we_p1 = 1'b1;
                    end else if (acc < 3*1024) begin
                        data_in_p1 = 8'd128 + (acc >> 9);
                        we_p1 = 1'b1;
                    end else if (acc < 6*1024) begin
                        data_in_p1 = 8'd245 + ((acc - 3*1024) >> 8);
                        we_p1 = 1'b1;
                    end else begin
                        data_in_p1 = 8'd255;
                        we_p1 = 1'b1;
                    end
                    if (mac_counter < 300)begin
			             next_state = WAIT1;
			             p1_counter_next = p1_counter + 1;
                    end else begin
                        mac_counter_next = 10'b0;
                        b_counter_next = 300;
                        p1_counter_next = 0;
                        w_counter_next = 235200;
                        next_state = WAIT3;   
                        end
                    end
             WAIT3 : begin             
                        next_state = BIAS_L2;
                        end
             BIAS_L2:   begin
                        acc_next = {8'b0, data_out_b};                         
                        next_state = WAIT4;
                        end
            WAIT4 : begin
                    next_state = NODE_L2;
                    end
            NODE_L2:    begin
                        node_next = data_out_p1;                                     
                        weight_next = data_out_w;                                  
                        w_counter_next = w_counter + 1;
                        next_state = MAC_L2;                       
                        end
	        MAC_L2:     begin
                        if (p1_counter < 300)begin
                            acc_next = acc + (node*weight);
                            p1_counter_next = p1_counter + 1;
                            next_state = WEIGHT_L2;
                        end else begin
                            next_state = WRITE_L2;
                            mac_counter_next = mac_counter + 1;
                            p1_counter_next = 0;
			                b_counter_next = b_counter + 1;
			                w_counter_next = w_counter - 1;
                        end
                        end
            WEIGHT_L2: begin            
                        next_state = WAIT4;
                       end 
	        WRITE_L2: begin
                    if (acc < -6*1024) begin
                        data_in_p2 = 8'b0;
                        we_p2 = 1'b1;
                    end else if (acc < -3*1024) begin
                        data_in_p2 = 8'd10 + ((acc + 6*1024) >> 8);
                        we_p2 = 1'b1;
                    end else if (acc < 3*1024) begin
                        data_in_p2 = 8'd128 + (acc >> 9);
                        we_p2 = 1'b1;
                    end else if (acc < 6*1024) begin
                        data_in_p2 = 8'd245 + ((acc - 3*1024) >> 8);
                        we_p2 = 1'b1;
                    end else begin
                        data_in_p2 = 8'd255;
                        we_p2 = 1'b1;
                    end
                    if (mac_counter < 150)begin
			            next_state = WAIT3;
			            p2_counter_next = p2_counter + 1;
                    end else begin
                        mac_counter_next = 10'b0;
                        b_counter_next = 450;
                        p2_counter_next = 0;
                        w_counter_next = 280200;
                        next_state = WAIT5;   
                        end
                    end
             WAIT5 : begin
                        next_state = BIAS_L3;
                    end
             BIAS_L3:   begin
                        acc_next = {8'b0, data_out_b};                         
                        next_state = WAIT6;
                        end
            WAIT6:    begin
                        next_state = NODE_L3;                       
                        end
            NODE_L3:  begin
                        node_next = data_out_p2;                                     
                        weight_next = data_out_w;                                   
                        next_state = MAC_L3;
                        w_counter_next = w_counter + 1;
                        end
	        MAC_L3:     begin
                        if (p2_counter < 150)begin
                            acc_next = acc + (node*weight);
                            p2_counter_next = p2_counter + 1;
                            next_state = WEIGHT_L3;
                        end else begin
                            next_state = WRITE_L3;
                            mac_counter_next = mac_counter + 1;
                            b_counter_next = b_counter + 1;
                            p2_counter_next = 0;
                            w_counter_next = w_counter - 1;
                        end
                        end
              WEIGHT_L3: begin
                         next_state = WAIT6;
                         end
              WRITE_L3: begin
                    if (acc < -6*1024) begin
                        result_reg_next = 8'b0;
                    end else if (acc < -3*1024) begin
                        result_reg_next = 8'd10 + ((acc + 6*1024) >> 8);
                    end else if (acc < 3*1024) begin
                        result_reg_next = 8'd128 + (acc >> 9);
                    end else if (acc < 6*1024) begin
                        result_reg_next = 8'd245 + ((acc - 3*1024) >> 8);
                    end else begin
                        result_reg_next = 8'd255;
                    end
                    next_state = RESULT;
                    r_counter_next = r_counter + 1;
                    end
        	RESULT: begin
        		if (r_counter < 10)begin
            		if (result_reg > MAX_VALUE) begin
                			MAX_VALUE_NEXT = result_reg;
                			MAX_INDEX_NEXT = r_counter;   
        			end
        			next_state = WAIT5;
        		end else begin 
        		r_counter_next = 0;
        		if (MAX_INDEX == 0)begin
        			result_data = 4'b1111;			 
        			next_state = READ_L1;
        		end else if (MAX_INDEX == 1)begin
        			result_data = 4'b0001;			 
        			next_state = READ_L1;
        		end else if (MAX_INDEX == 2)begin
        			result_data = 4'b00010;			 
        			next_state = READ_L1;
        		end else if (MAX_INDEX == 3)begin
        			result_data = 4'b0011;			 
        			next_state = READ_L1;
        		end else if (MAX_INDEX == 4)begin
        			result_data = 4'b0100;			 
        			next_state = READ_L1;
        		end else if (MAX_INDEX == 5)begin
        			result_data = 4'b0101;			 
        			next_state = READ_L1;
        		end else if (MAX_INDEX == 6)begin
        			result_data = 4'b0110;			 
        			next_state = READ_L1;
        		end else if (MAX_INDEX == 7)begin
        			result_data = 4'b0111;			 
        			next_state = READ_L1;
        		end else if (MAX_INDEX == 8)begin
        			result_data = 4'b1000;			 
        			next_state = READ_L1;
        		end else if (MAX_INDEX == 9)begin
        			result_data = 4'b1001;			 
        			next_state = READ_L1;
        		end else begin
                    next_state = READ_L1;
        		    result_data = 4'b0000;
        		    end        		
        		end
            end
        	default:
			next_state = IDLE;
        endcase 
        end
endmodule
```
`flow/run.sh`:
```
#!/bin/bash
# OpenROAD 26Q1-2900-gdf79404cd8, Yosys 0.63+post, stock flow scripts
make -C /OpenROAD-flow-scripts/flow DESIGN_CONFIG=/design/flow/config.mk WORK_HOME=/design/flow/orfs finish
```
`flow/config.mk`:
```
export PLATFORM = sky130hd
export DESIGN_NAME = controller
export DESIGN_NICKNAME = controller
export VERILOG_FILES = /design/flow/design.v
export SDC_FILE = /design/flow/constraint.sdc
export NUM_CORES = 4
export LEC_CHECK = 1
export CORE_UTILIZATION = 50
```
`flow/constraint.sdc`:
```
current_design controller

set clk_period 6.0
set clk_io_pct 0.2

create_clock -name clk0 -period $clk_period [get_ports {clk}]

set non_clock_inputs [all_inputs -no_clocks]
set_input_delay [expr $clk_period * $clk_io_pct] -clock clk0 $non_clock_inputs
set_output_delay [expr $clk_period * $clk_io_pct] -clock clk0 [all_outputs]
```
==> out/qor.yml <==
run_status:
  status: "finished clean"
drt:
  wire_per_inst_um: 15.1
  drtIter0Drc: 266
  post_drt_via_cell_ratio: 5.73
  first_pass_iters: 4
  wirelength_um: 14300
  vias: 5403
  num_antenna_cells: 0
  antenna_left: 0
  drc: 0
floorplan:
  dieHeight_um: 113
  core_area_um2: 12000
  io_pins: 161
  fp-row-count: 40
  dieWidth_um: 113
  die_area_um2: 12800
  fp_util: 0.513
setup_path:
  crit_type: "in -> out"
  worstSetupStartpointType: "primary input"
  cp.required_ns: 4.80
  crit_path_max_fanout: 9
  critPathArrivalTime_ns: 3.38
  setup.worst_path.end_class: "primary output"
sta:
  fin_tns_setup_ns: 0
  tightest_slew_ns: 0.901
  rsz0062_at_grt: "false"
  finalMaxSlewViolations: 0
  fmax_ghz: 0.218
  period_needed_ns: 4.58
  period_used_share: 0.763
  max_slew_margin: 0.397
  holdWs_ns: 0.354
  setup_viol: 0
  hold_viol: 0
  fin_skew_ns: 0.00759
global_routing:
  grtUsageMet1: 0.404
  grt_pass1_wl_um: 23800
  grt_max_degree: 57
  antenna_found_initial: 0
  grt.busiest_layer: "met1"
  grt_use_met3: 0.0568
  gr-total-overflow: 0
  grt.total_usage: 0.240
  grt_pass1_vias: 4748
  grt.met2_usage: 0.340
yosys:
  ys_chip_area_um2: 6160
  netlist_area_um2: 6160
  ys_cells: 699
  postSynthSeqShare: 0.423
  synth.avg_cell_area_um2: 8.82
  synthArstFlopShare: 1.00
  synth-edff-count: 0
  netlist_instances: 699
  synth_warnings: 1
  ys.flops: 104
  synth_cell_type_count: 60
  ys.flop_type: "dfrtp_1"
placed_design:
  hpwl_um: 9960
  dpl.cell_count: 927
  gp_congestion: 0.897
  portBuffers: 100
clock_tree:
  h-tree-depth: 3
  cts_buffer_depth: 2
  numClockSinks: 104
  post-cts-setup-buffer-count: 0
  cts.clk_slew.worst_paths_ns: 0.07
  cts_tree: "yes"
  clockRootBuffer: "clkbuf_16"
  cts_buffers: 9
  clk_latency_ns: 0.35
  cts_hold_repair.buffers: 0
  cts_resized: 0
final_layout:
  syn_to_final_growth_pct: 22.6
  fin_cells: 943
  post-route-util: 0.629
  register_area_um2: 2600
  nFillCells: 982
  drive_above_1_share: 0.0465
  comb_area_um2: 3280
run:
  drv_cap: 0
  warning_count: 67
power:
  total_power_mw: 1.58
  clockPowerShare: 0.414
  pwr-share-comb: 0.106
  seq_power_share: 0.480
  p_per_area_nw_per_um2: 209
  peakVddDrop_mv: 0.190
  cellLeakagePower_nw: 3.44
  swShare: 0.238
  intPower_mw: 1.20
  switching_power_uw: 376
min_path:
  min_path_type: "reg -> reg"
-- power by group through the flow --
stage	clock [mW]	combinational, mW	sequential [mW]
CTS	0.673	0.171	0.758
global route	0.704	0.190	0.762
finish	0.653	0.168	0.758
-- layout by cell type (no fill, tap or decap), types with 11 or more instances in the layout --
master / instances
and3_1: 24
o31ai_1: 24
o21ai_0: 102
clkdlybuf4s50_1: 99
a21oi_1: 24
nand3_1: 23
xnor2_1: 11
ha_1: 24
inv_1: 26
nor2_1: 58
conb_1: 20
dfrtp_1: 103
nand2_1: 62
and2_1: 29
a31oi_1: 11
-- area by class of cell --
class                      count  area share
tap                          147      0.0244
clock inverter                 6      0.0128
clock buffer                  10      0.0316
sequential                   104       0.345
inverter                      26      0.0129
multi-input combinational    543       0.434
timing repair buffer         107       0.139
-- sequential cells by signal, indices dropped and copies added, names as in the netlist --
name / count
b_counter: 10
mac_counter: 10
n_counter: 10
p1_counter: 10
p2_counter: 10
r_counter: 10
state: 25
w_counter: 19
-- worst max-delay path, cell delays in order --
cell and delay [ns]:
clkdlybuf4s50_1 0.61, inv_1 0.11, a2111o_1 0.38, nor2_1 0.41
and2_1 0.20, clkdlybuf4s50_1 0.47
-- cells by family (layout without fill, tap and decap cells) --
kind of cell,count (synthesis),after routing,synth area share
AND-OR/OR-AND,227,227,0.234
XOR/XNOR,19,19,0.0270
adder cells (fa/ha/maj),25,25,0.0520
buffers and inverters,70,149,0.0571
flip-flops,104,104,0.423
multiplexers,3,3,0.00508
other,2,20,0.00122
AND/OR/NAND/NOR,249,249,0.201
-- cells in the mapped netlist, types with 10 or more instances --
cell      instances  share of area
nand2_1          62          0.038
nand2b_1         10          0.010
dfrtp_1         103           0.42
a31oi_1          11          0.011
a21oi_1          24          0.019
and2_1           29          0.029
nand3_1          23          0.019
a21o_1           10          0.012
inv_1            26          0.016
o31ai_1          24          0.029
xnor2_1          11          0.016
clkbuf_1         13         0.0079
nor2_1           58          0.035
o21ai_0         102          0.083
ha_1             24          0.049
and3_1           24          0.024
buf_4            21          0.026
-- metal layers --
layer | share of wire | up-vias
li1 | - | 2678
met1 | 0.49 | 2551
met2 | 0.44 | 164
met3 | 0.063 | 10
met4 | 0.0086 | 0
met5 | 0 | -
-- per-stage QoR --
step,setup WS [ns],cell area (µm²)
finish,1.42,7550
global route,1.25,7550
CTS,1.39,7550
detailed placement,1.40,7220
global placement,1.37,7220
floorplan,2.84,6230
-- path summary, 6_finish.rpt --
kind,from,endpoint,slack [ns],cells after the start
hold / removal,state[14],state[7],0.35,0
hold reg to reg,state[14],state[7],0.35,0
max in group asynchronous,reset_n,w_counter[12],3.96,2
setup / recovery,mode[1],data_in_b[1],1.42,6
min in group asynchronous,reset_n,w_counter[2],0.88,1
setup reg to reg,state[6],w_counter[18],2.14,10
Power and IR drop assume default switching activity.
